==> flow/run.sh <==
#!/bin/bash
# OpenROAD 26Q1-2900-gdf79404cd8, Yosys 0.63+post, stock flow scripts
make -C /OpenROAD-flow-scripts/flow DESIGN_CONFIG=/design/flow/config.mk WORK_HOME=/design/flow/orfs finish
==> flow/config.mk <==
export PLATFORM = sky130hd
export DESIGN_NAME = datapath
export DESIGN_NICKNAME = datapath
export VERILOG_FILES = /design/flow/design.v
export SDC_FILE = /design/flow/constraint.sdc
export NUM_CORES = 4
export LEC_CHECK = 1
export CORE_UTILIZATION = 30
==> flow/constraint.sdc <==
current_design datapath

set clk_period 7.6
set clk_io_pct 0.2

create_clock -name clk0 -period $clk_period [get_ports {fast_clock}]
create_clock -name clk1 -period $clk_period [get_ports {slow_clock}]

set non_clock_inputs [all_inputs -no_clocks]
set_input_delay [expr $clk_period * $clk_io_pct] -clock clk0 $non_clock_inputs
set_output_delay [expr $clk_period * $clk_io_pct] -clock clk0 [all_outputs]
==> flow/design.v <==
module card7seg (SW, HEX);
input [3:0] SW;
output [6:0] HEX;
reg [6:0] HEX;
always @(*)
begin
case (SW)
  4'b0000  : HEX = 7'b1111111;
  4'b0001  : HEX = 7'b0001000;
  4'b0010  : HEX = 7'b0100100;
  4'b0011  : HEX = 7'b0110000;
  4'b0100  : HEX = 7'b0011001;
  4'b0101  : HEX = 7'b0010010;
  4'b0110  : HEX = 7'b0000010;
  4'b0111  : HEX = 7'b1111000;
  4'b1000  : HEX = 7'b0000000;
  4'b1001  : HEX = 7'b0010000;
  4'b1010 : HEX = 7'b1000000;
  4'b1011  : HEX = 7'b1100001;
  4'b1100  : HEX = 7'b0011000;
  4'b1101  : HEX = 7'b0001001;
   default : HEX = 7'b1111111;
endcase
end
endmodule
module datapath ( slow_clock, fast_clock, resetb,
                  load_pcard1, load_pcard2, load_pcard3,
                  load_dcard1, load_dcard2, load_dcard3,				
                  pcard3_out,
                  pscore_out, dscore_out,
                  HEX5, HEX4, HEX3, HEX2, HEX1, HEX0);
input slow_clock, fast_clock, resetb;
input load_pcard1, load_pcard2, load_pcard3;
input load_dcard1, load_dcard2, load_dcard3;
output [3:0] pcard3_out;
output [3:0] pscore_out, dscore_out;
output [6:0] HEX5, HEX4, HEX3, HEX2, HEX1, HEX0;
wire [3:0] new_card;
wire [3:0] pcard1_out, pcard2_out;
wire [3:0] dcard1_out, dcard2_out, dcard3_out;
reg4 PCard1(.in(new_card), .load(load_pcard1), .clk(slow_clock), .reset(resetb), .out(pcard1_out));
reg4 PCard2(.in(new_card), .load(load_pcard2), .clk(slow_clock), .reset(resetb), .out(pcard2_out));
reg4 PCard3(.in(new_card), .load(load_pcard3), .clk(slow_clock), .reset(resetb), .out(pcard3_out));
reg4 DCard1(.in(new_card), .load(load_dcard1), .clk(slow_clock), .reset(resetb), .out(dcard1_out));
reg4 DCard2(.in(new_card), .load(load_dcard2), .clk(slow_clock), .reset(resetb), .out(dcard2_out));
reg4 DCard3(.in(new_card), .load(load_dcard3), .clk(slow_clock), .reset(resetb), .out(dcard3_out));
card7seg hex0(.SW(pcard1_out), .HEX(HEX0));
card7seg hex1(.SW(pcard2_out), .HEX(HEX1));
card7seg hex2(.SW(pcard3_out), .HEX(HEX2));
card7seg hex3(.SW(dcard1_out), .HEX(HEX3));
card7seg hex4(.SW(dcard2_out), .HEX(HEX4));
card7seg hex5(.SW(dcard3_out), .HEX(HEX5));
scorehand pscorehand(.in1(pcard1_out), .in2(pcard2_out), .in3(pcard3_out), .score(pscore_out));
scorehand dscorehand(.in1(dcard1_out), .in2(dcard2_out), .in3(dcard3_out), .score(dscore_out));
dealcard dc(.clock(fast_clock), .resetb(resetb), .new_card(new_card));
endmodule
module dealcard(clock, resetb, new_card);
input clock, resetb;
output [3:0] new_card;		  
reg [3:0] dealer_card;		 
always @(posedge clock, negedge resetb)
  if (resetb == 0)
     dealer_card <= 1;  
  else
     if (dealer_card == 13)
	     dealer_card = 1;
	  else 
	     dealer_card = dealer_card + 1;
assign new_card = dealer_card;
endmodule
module reg4 (in, load, clk, reset, out);
 parameter n=4;
 input clk, reset,load;
 input wire [n-1:0] in;
 output reg [n-1:0] out;
always @(posedge clk) begin
if (reset == 1)
	out = load ? in : out;
else
	out = 4'b0000;
end
endmodule
module scorehand(in1, in2, in3, score);
parameter n = 4;
input [n-1:0] in1, in2, in3;
output wire [n-1:0] score;
wire [n-1:0] in1value, in2value, in3value;
assignvalues i1(in1, in1value);
assignvalues i2(in2, in2value);
assignvalues i3(in3, in3value);
assign score = (in1value + in2value + in3value) % 10;
endmodule
module assignvalues(in, out);
parameter n = 4;
input [n-1:0] in;
output reg [n-1:0] out;
always@(*)
begin
	if (in >= 4'b1010)
		out = 4'b0000;
	else
		out = in;
end
endmodule
==> flow_summary.rst <==
Metrics
=======

.. list-table::
   :header-rows: 1

   * - Metric
     - Value
   * - Tally of buffers added on design ports
     - 61
   * - Hold buffer count at CTS
     - 0
   * - Most heavily used metal layer in global routing
     - met2
   * - Launching instance or port of the critical path
     - PCard2.out[3]
   * - Vias in the first global route
     - 3821
   * - Biggest cell delay along the critical path
     - 400 ps
   * - Worst setup path endpoint
     - pscore_out[3]
   * - Register bit total from synthesis
     - 70
   * - Worst Hold Class
     - reg -> reg
   * - Max-slew violation count
     - 0
   * - Endpoint of the lowest-slack register-to-register path
     - HEX1[4]
   * - Antenna violations before repair
     - 0
   * - Hold slack
     - 545 ps
   * - Largest driver fanout on the critical path
     - 8
   * - Die Area
     - 0.0165 mm^2
   * - Number of distinct library cells after synthesis
     - 71
   * - Netlist Area Pre-Place
     - 0.00480 mm^2
   * - Share of layout cells above drive strength 1
     - 9.58%
   * - Routing usage on met3
     - 3.18%
   * - Count of library flops with an enable pin
     - 0
   * - Total wirelength of the detailed-routed design
     - 9.98 mm
   * - Worst Clk Skew
     - 4.64 ps
   * - Leading cell types in the layout, fill and taps excluded
     - 75 x nand2_1, 66 x dfxtp_1, 61 x clkdlybuf4s50_1
   * - Routed vias
     - 4001
   * - Reported leakage power
     - 2.75 nW
   * - Final TNS setup
     - 0 ps
   * - Mean number of vias per cell
     - 4.78
   * - Post-CTS setup repair buffer count
     - 0
   * - Path depth of the worst reg2reg path
     - 9
   * - Final hold violation count
     - 0
   * - Number of standard-cell rows in the floorplan
     - 45
   * - Largest net degree at the start of global routing
     - 33
   * - Startpoint kind of the worst setup timing path
     - flop
   * - Critical Path Slowest Stage Cell
     - fa_1
   * - Sequential-to-total area share from yosys stat
     - 29.6%
   * - Grt met1 use
     - 17.4%
   * - Register area
     - 0.00142 mm^2
   * - Worst-path clk slew
     - 50 ps
   * - Arrival time reported for the critical path endpoint
     - 5270 ps
   * - Count of instantiated cells in the yosys netlist
     - 560
   * - R2R Path Start
     - dc.dealer_card[1]
   * - Count of mapped cells out of synthesis
     - 560
   * - Avg Inst Size Synth
     - 8.57 um^2
   * - Core area
     - 0.0154 mm^2
   * - Max-cap viol count
     - 0
   * - Int Pwr
     - 0.845 mW
   * - Layout-stage area growth over the synthesis result
     - 24.4%
   * - Maximum resistive drop on vdd
     - 0.112 mV
   * - Post-DRT Antenna Nets
     - 0
   * - Slew of the pin with the lowest slew margin
     - 646 ps
   * - Starting density of the core
     - 31.1%
   * - Most used logic cell in the final layout
     - nand2_1
   * - Final-report setup violation count
     - 0
   * - Headroom to the max-slew limit
     - 56.6%
   * - Post-detail-place hpwl
     - 7.44 mm
   * - Die width
     - 128 um
   * - Required time of the worst setup path
     - 6080 ps
   * - Part of the power in registers
     - 36.8%
   * - I/O Pins
     - 63
   * - Switching part of the total
     - 23.6%
   * - Gp weighted congestion
     - 0.866
   * - Global-route wire length before repair
     - 17.1 mm
   * - RSZ-0062 raised after global routing
     - false
   * - Total number of warnings across the stage logs
     - 59
   * - Remaining global-route overflow
     - 0
   * - Worst reg2reg setup slack
     - 5450 ps
   * - Crit-path most repeated cell
     - ha_1
   * - TritonCTS clock tree
     - done
   * - Yosys warning total
     - 4
   * - Power spent charging and discharging nets
     - 0.260 mW
   * - Number of detailed-routing iterations run before antenna repair
     - 4
   * - Filler cell count in the final layout
     - 1504
   * - Category of the worst setup path capture point
     - output port
   * - Pwr dens
     - 185 mW/mm^2
   * - Count of instances resized after the clock tree is built
     - 0
   * - Top FF cell, synth
     - dfxtp_1
   * - Post-synthesis async set-or-reset flop share
     - 5.71%
   * - Vertical die dimension
     - 128 um
   * - Classification of the worst setup path
     - reg -> out
   * - Final worst-path setup slack
     - 806 ps
   * - Clock sink count
     - 70
   * - Met2 track demand over resource
     - 20.9%
   * - Series of cell instances along the critical path
     - o21ai_0 > and2_1 > ha_1 > fa_1 > xor2_1 > ha_1 > a21o_4 > or3_1 > and2_1 > ha_1 > nand2b_1 > ha_1 > nand2b_1 > a21oi_1 > nor3_2 > a21oi_2 > mux2_4 > a211o_1 > clkdlybuf4s50_1
   * - Total routing resource utilization after global routing
     - 12.8%
   * - Outcome
     - completed
   * - Clock power share
     - 43.7%
   * - Average routed wire per standard cell
     - 11.9 um
   * - Post-place setup slack
     - 1150 ps
   * - Multi-input gate area
     - 0.00312 mm^2
   * - Count of antenna diodes in the layout
     - 0
   * - Comb power frac
     - 19.4%
   * - Chip area estimate from yosys synthesis
     - 0.00480 mm^2
   * - Count of routing violations after the opening detailed-route iteration
     - 151
   * - Post-route DRC violation count
     - 0
   * - Beginning of the worst hold path
     - DCard2.out[0]
   * - Final core utilization
     - 38.7%
## registers in the layout, indices dropped and copies added, names as in the netlist, 7 cells and up
name  flops
HEX0      7
HEX1      7
HEX2      7
HEX3      7
HEX4      7
HEX5      7
## Yosys cell counts (3+ instances only)
library cell | count | area, um^2
a31oi_1 | 8 | 50.1
inv_1 | 47 | 176
nand3_1 | 9 | 45.0
and3_1 | 4 | 25.0
nor3_1 | 9 | 45.0
ha_1 | 59 | 738
a31o_2 | 4 | 35.0
nor2b_1 | 20 | 125
a21o_1 | 6 | 45.0
nor3b_1 | 6 | 45.0
dfrtp_1 | 3 | 75.1
clkbuf_1 | 10 | 37.5
o2bb2ai_1 | 4 | 35.0
and2_1 | 7 | 43.8
nand2_1 | 75 | 282
xor2_1 | 3 | 26.3
mux2i_1 | 13 | 130
mux2_2 | 21 | 236
a21oi_1 | 28 | 140
dfxtp_1 | 66 | 1320
o22ai_1 | 4 | 25.0
a211oi_1 | 5 | 37.5
o311a_1 | 4 | 40.0
a2111oi_0 | 3 | 26.3
o21ai_0 | 38 | 190
xnor2_1 | 7 | 61.3
nand2b_1 | 9 | 56.3
or3_1 | 3 | 18.8
fa_1 | 4 | 80.1
nor2_1 | 29 | 109
## final cells by class
class	count	share of cell area, %
multi-input combinational	426	52.2
sequential	70	23.8
timing repair buffer	62	10.4
clock buffer	16	5.45
tap	211	4.42
inverter	49	3.08
clock inverter	3	0.671
## worst max-delay path: cells and delay by family, from the launching register on
| family | cells | cell delay, ps |
|---|---|---|
| xor+xnor | 1 | 230 |
| simple gates | 6 | 1060 |
| fa+ha+maj | 5 | 1420 |
| buf+inv | 1 | 390 |
| flops | 1 | 370 |
| compound gates | 5 | 1130 |
| mux | 1 | 340 |
## power groups by stage
| stage | Sequential, mW | Combinational (mW) | Clock (mW) |
|---|---|---|---|
| 4_1_cts | 0.408 | 0.217 | 0.500 |
| 5_1_grt | 0.410 | 0.244 | 0.515 |
| 6_report | 0.407 | 0.215 | 0.483 |
## through the flow
stage	std cells	cell area, um^2	total power, mW
finish	837	5970	1.10
global route	837	5970	1.17
CTS	837	5970	1.12
detailed placement	818	5610	0.630
global placement	818	5610	0.627
floorplan	560	4800	0.536
## layer usage
| metal | wire (um) | vias to the layer above |
|---|---|---|
| li1 | - | 2078 |
| met1 | 4740 | 1842 |
| met2 | 4540 | 69 |
| met3 | 475 | 12 |
| met4 | 219 | 0 |
| met5 | 0 | - |
## worst min-delay path by stage
stage,end,cells after the start,slack (ps)
4_1_cts,DCard2.out[0],2,550
5_1_grt,DCard2.out[0],2,580
6_report,DCard2.out[0],2,550
## logic make-up (layout without fill, tap and decap cells)
group | after synthesis | in the layout | share of synthesized area (%)
buf+inv | 64 | 130 | 5.42
flops | 70 | 70 | 29.6
fa+ha+maj | 63 | 63 | 17.0
compound gates | 130 | 130 | 18.5
simple gates | 187 | 187 | 19.4
mux | 36 | 36 | 8.19
xor+xnor | 10 | 10 | 1.82
No activity file was given, so power comes from the tool's default toggle rates.
